File: ./run.sh
#!/bin/bash
# OpenROAD 26Q1-2900-gdf79404cd8, Yosys 0.63+post, stock flow scripts
make -C /OpenROAD-flow-scripts/flow DESIGN_CONFIG=/design/flow/config.mk WORK_HOME=/design/flow/orfs finish
File: ./config.mk
export PLATFORM = sky130hd
export DESIGN_NAME = ROM_3_13
export DESIGN_NICKNAME = ROM_3_13
export VERILOG_FILES = /design/flow/design.v
export SDC_FILE = /design/flow/constraint.sdc
export NUM_CORES = 4
export LEC_CHECK = 1
export CORE_AREA = 10 10 70 70
export DIE_AREA = 0 0 80 80
File: ./constraint.sdc
current_design ROM_3_13

set clk_period 1.0
set clk_io_pct 0.2

create_clock -name clk0 -period $clk_period [get_ports {CLK}]

set non_clock_inputs [all_inputs -no_clocks]
set_input_delay [expr $clk_period * $clk_io_pct] -clock clk0 $non_clock_inputs
set_output_delay [expr $clk_period * $clk_io_pct] -clock clk0 [all_outputs]
File: ./design.v
`timescale 1ns / 1ps
module ROM_3_13(
	CLK,
	iAddr,
	oData
);
input 					CLK;
input 		[2:0] 	iAddr;
output reg	[16:0] 	oData;
reg			[16:0]	ROM [0:8];
initial
begin
	oData = 0;
	ROM[3'b101] = 17'b00000001100110000;
	ROM[3'b110] = 17'b00000100010101001;
	ROM[3'b111] = 17'b00001011110001011;
	ROM[3'b000] = 17'b00100000000000000;
	ROM[3'b001] = 17'b01010110111111000;
	ROM[3'b010] = 17'b11101100011100110;
end
always @(posedge CLK)
begin
	oData = ROM[iAddr];
end
endmodule
==> results_dict.tcl <==
# flow metrics
set metrics [dict create \
    status "finished, final reports clean" \
    wl_per_cell_um 8.95 \
    critPathLaunch "oData[0]" \
    cts_max_path_buffers 2 \
    area_delta_synth_final_pct 60.8 \
    cp.depth 1 \
    htreeDepth 1 \
    die_y_um 80 \
    cp-end-kind "output port" \
    drt_pass1_iterations 2 \
    fin_crit_ns 0.962 \
    grt_setup_unrepaired "false" \
    clockPowerShare_pct 33.8 \
    synthDistinctLibCells 18 \
    clock_sinks 14 \
    cts_buffers 3 \
    avgSynthCellArea_um2 10.7 \
    dpl.cell_count 107 \
    slowest_delay_ns 0.31 \
    die_area_um2 6400 \
    ant_nets 0 \
    p_comb_share_pct 11.6 \
    swShare_pct 18.8 \
    coreArea_um2 3420 \
    vdd_drop_max_v 0.000489 \
    final_core_util_pct 21.2 \
    worst_pin_slew_ns 0.233 \
    seq_area_um2 288 \
    hold_viol_final 0 \
    setup_violations 0 \
    stdcell_count 111 \
    die_w_um 80 \
    antenna_cells 0 \
    yosysWarnings 1 \
    drive_gt1_share_pct 33.8 \
    crit_buf_inv 1 \
    preCtsSetupSlack_ns -0.268 \
    cts.clk_slew.worst_paths_ns 0.07 \
    yosys-stat-cells 42 \
    worst-path-max-fanout 1 \
    p_per_area_nw_per_um2 1540 \
    initial_core_util_pct 13.2 \
    post-cts-setup-buffer-count 0 \
    fin_setup_tns_ns 0 \
    largest_reg_flops 14 \
    max_freq_ghz 1.04 \
    vias 326 \
    cpMaxStageDelayCell "dfxtp_1" \
    wirelength_um 994 \
    warning_count 25 \
    crit_chain "clkdlybuf4s15_1" \
    max_cap_violations 0 \
    drt_iter0_drc 18 \
    power.share.sequential_pct 54.5 \
    syn_inst 42 \
    finalCritPeriodShare_pct 96.2 \
    crit_family "flip-flops" \
    hpwlAfterDp_um 846 \
    grt.overflow.total 0 \
    via_per_inst 2.94 \
    p_leak_uw 0.000329 \
    root_buffer "clkbuf_4" \
    worst-setup-path-type "reg -> out" \
    worst_slack_ns 0.0376 \
    combGateArea_um2 114 \
    nFillCells 383 \
    port_buffers 20 \
    critical_path_required_ns 0.80 \
    cts-resized-gates 37 \
    cts_tree "done" \
    yosys_area_um2 450 \
    antenna_found_initial 0 \
    hp-start "iAddr[1]" \
    ys_ff 14 \
    slew_violations 0 \
    drc_errors 0 \
    rows 21 \
    grt_pass1_vias 317 \
    ys_seq_share_pct 62.2 \
    grt_usage_pct 3.06 \
    synth_area_um2 450 \
    max-slew-margin-rel_pct 84.5 \
    grt_max_degree 10 \
    p_int_uw 903 \
    crit_end "oData[0]" \
    netSwitchingPower_uw 210 \
    cts-hold-fix-buffers 0 \
    hold_path.class "in -> reg" \
    ioPinCount 21 \
    cp-start-kind "flop" \
    gp_congestion 0.680 \
    grt_pass1_wl_um 1490 \
    arrival_ns 0.76 \
]
synthesized netlist by cell type:
cell,n,share of area (%)
nor3_1,1,1.1
inv_2,1,0.83
dfxtp_1,14,62
a21oi_1,2,2.2
inv_1,1,0.83
nor3b_2,1,2.8
or2_1,1,1.4
buf_4,5,8.3
nor2b_1,1,1.4
and2_1,1,1.4
a21o_1,1,1.7
o21ai_1,1,1.1
o21a_1,2,3.3
buf_6,1,2.5
a21boi_0,1,1.7
nor2_1,6,5.0
and3_1,1,1.4
nand2_1,1,0.83
cell families after synthesis:
kind of cell,synth area share (%)
buf+inv,12.5
compound gates,10.0
simple gates,15.3
flops,62.2
layout by cell type, fill, tap and decap left out, drive strengths merged:
cell / synthesis / final
a21boi: 1 / 1
a21o: 1 / 1
a21oi: 2 / 2
and2: 1 / 1
and3: 1 / 1
buf: 6 / 5
clkbuf: 0 / 9
clkdlybuf4s15: 0 / 12
clkdlybuf4s50: 0 / 1
dfxtp: 14 / 14
dlymetal6s2s: 0 / 2
inv: 2 / 2
nand2: 1 / 1
nor2: 6 / 6
nor2b: 1 / 1
nor3: 1 / 1
nor3b: 1 / 1
o21a: 2 / 2
o21ai: 1 / 1
or2: 1 / 1
power by group through the flow:
stage	combinational (uW)	sequential (uW)	clock, uW
after global routing	147	612	413
after CTS	139	607	392
final	129	607	377
per-layer routing:
layer  global-route usage [%]  wire (um)  up-vias
met4                        0          0        0
met5                        0          0        -
met3                     2.50        132        0
met1                     3.15        414      138
met2                     5.06        448       14
li1                         -          -      174
area by class of cell:
cell class | count | area share [%]
flip-flops and latches | 14 | 39.7
repair buffers | 25 | 30.6
multi-input cells | 20 | 15.7
well taps | 46 | 7.94
clock buffers | 4 | 5.01
inverters | 2 | 1.04
worst min-delay path by stage:
stage | to | slack (ns) | cells after the start
after global routing | oData[13] | 0.29 | 2
final | oData[13] | 0.26 | 2
after CTS | oData[13] | 0.57 | 2
per-stage QoR:
stage	hold slack, ns	area [um^2]	power [uW]
global placement	0.852	697	774
detailed placement	0.865	697	776
floorplan	0.273	450	666
finish	0.260	724	1110
CTS	0.570	737	1140
global route	0.286	724	1170
No activity file was given, so power comes from the tool's default toggle rates.
