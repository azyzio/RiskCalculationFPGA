File: flow/run.sh
#!/bin/bash
# OpenROAD 26Q1-2900-gdf79404cd8, Yosys 0.63+post, stock flow scripts
make -C /OpenROAD-flow-scripts/flow DESIGN_CONFIG=/design/flow/config.mk WORK_HOME=/design/flow/orfs finish
File: flow/config.mk
export PLATFORM = sky130hd
export DESIGN_NAME = RAM_X_18
export DESIGN_NICKNAME = RAM_X_18
export VERILOG_FILES = /design/flow/design.v
export SDC_FILE = /design/flow/constraint.sdc
export NUM_CORES = 4
export LEC_CHECK = 1
export CORE_UTILIZATION = 30
File: flow/constraint.sdc
current_design RAM_X_18

set clk_period 14.2
set clk_io_pct 0.2

create_clock -name clk0 -period $clk_period [get_ports {CLK}]

set non_clock_inputs [all_inputs -no_clocks]
set_input_delay [expr $clk_period * $clk_io_pct] -clock clk0 $non_clock_inputs
set_output_delay [expr $clk_period * $clk_io_pct] -clock clk0 [all_outputs]
File: flow/design.v
`timescale 1ns / 1ps
module RAM_X_18(
	CLK,
	WE,
	switch,
	readAddr,
	writeAddr,
	readData,
	writeData
);
parameter addr_size = 6;
input 								CLK;
input 		[addr_size-1:0] 	readAddr;
input 		[addr_size-1:0] 	writeAddr;
input									WE;		 
input									switch;	 
output reg	[16:0] 				readData;
input			[16:0] 				writeData;
reg			[16:0]				RAM0 [0:2**addr_size-1];
reg			[16:0]				RAM1 [0:2**addr_size-1];
initial
begin
	readData <= 0;
end
always @(posedge CLK)
begin
	if (!switch)	
	begin
		if(WE)
			RAM0[writeAddr] <= writeData;
		readData <= RAM1[readAddr];
	end
	else
	begin
		if (WE)
			RAM1[writeAddr] <= writeData;
		readData <= RAM0[readAddr];
	end
end
endmodule
==> results.json <==
{
  "outcome": "complete, no violations",
  "post-route-drc-count": 0,
  "reg2reg_slack_ns": 11.65,
  "fmax_ghz": 0.1536,
  "cts_buffer_depth": 3,
  "rsz0062_at_grt": "false",
  "grt_max_degree": 94,
  "routedWlPerCell_um": 27.81,
  "start_kind": "primary input",
  "final_core_utilization_pct": 34.95,
  "placed_cells": 7052,
  "intPower_mw": 10.63,
  "fin_crit_sh_pct": 45.86,
  "leakagePower_nw": 29.25,
  "grt_pass1_wl_um": 297200,
  "p_switching_mw": 2.830,
  "die_w_um": 529.3,
  "power.density_mw_per_mm2": 139.2,
  "worst_ep_required_time_ns": 14.91,
  "crit_start": "readAddr[0]",
  "root_buffer": "clkbuf_16",
  "p_sw_share_pct": 21.03,
  "num_vias": 36383,
  "ys_seq_share_pct": 78.74,
  "htree_levels": 4,
  "pre_cts_ws_ns": 6.658,
  "ioPinCount": 49,
  "drv_slew": 0,
  "warnings": 26,
  "fin_skew_ns": 0.05341,
  "placed_area_mm2": 0.08962,
  "post-cts-setup-buffers": 0,
  "drv_cap": 0,
  "core_mm2": 0.2765,
  "cts_hold_buf": 0,
  "crit_path_end_kind": "flop",
  "endpoint": "readData[4]",
  "cts_tree": "yes",
  "fin_area_mm2": 0.09665,
  "hp-start": "RAM0[19][8]",
  "p_seq_share_pct": 53.3,
  "numSynthFlops": 2193,
  "gp_congestion": 0.8532,
  "period_minus_slack_ns": 6.512,
  "final_cell_mix": "edfxtp_1 (2176), mux4_2 (714), clkbuf_16 (218)",
  "lay_top_count": "edfxtp_1",
  "crit_arrival_ns": 7.23,
  "std_cell_rows": 193,
  "p_total_mw": 13.46,
  "synth.distinct_cells": 19,
  "slew_headroom_pct": 44.30,
  "r2r_cells": 4,
  "grt_pass1_vias": 41032,
  "cts_resized": 0,
  "clkTransAtPathRegs_ns": 0.06,
  "numCtsBuffers": 216,
  "drtIter0Drc": 2448,
  "fp-utilization_pct": 30.17,
  "cp_max_fo": 63,
  "die_area_mm2": 0.2802,
  "fin_cells": 7456,
  "drive_gt1_share_pct": 36.75,
  "holdCritPathClass": "reg2reg",
  "r2r-start": "RAM1[55][10]",
  "syn_to_final_growth_pct": 15.85,
  "vias_per_cell": 4.880,
  "syn-instance-count": 3276,
  "setup_ws_ns": 7.688,
  "irDropWorstVdd_v": 0.0001272,
  "yosysChipArea_mm2": 0.08342,
  "antenna_found_initial": 24,
  "insertion_delay_ns": 0.85,
  "crit_type": "in2reg",
  "ys_cells": 3276,
  "syn_area_per_cell_um2": 25.46,
  "wl_um": 207300,
  "synth_warnings": 1,
  "ant_nets": 0,
  "overflow": 0,
  "worst_pin_slew_ns": 0.8325,
  "port_buffers": 48,
  "fin_setup_tns_ns": 0,
  "pwr-share-comb_pct": 4.9,
  "drt_pass1_iterations": 5,
  "worst_hold_slack_ns": 1.119,
  "syn_area_mm2": 0.08342,
  "track_usage_pct": 16.20,
  "hold_viol": 0,
  "regToRegEndpoint": "readData[10]",
  "setup_viol": 0,
  "cts_sinks": 2193,
  "die_y_um": 529.3,
  "p_clk_share_pct": 41.8,
  "dp_hpwl_um": 119600
}
==> power groups by stage <==
stage	Sequential, mW	Clock (mW)	Combinational, mW
6_report	7.18	5.62	0.662
5_1_grt	7.17	5.97	0.711
4_1_cts	7.18	5.73	0.674
==> critical path: stages <==
cell	delay, ns
buf_8	0.44
buf_4	0.69
buf_4	0.62
buf_12	0.46
mux4_2	0.59
mux4_2	0.52
mux4_2	0.58
mux2_2	0.30
==> routing by layer <==
metal	track usage, %	vias to the layer above	share of wire, %
met5	0.7446	-	0.039
met4	3.119	14	2.5
met3	15.58	311	21
met2	24.28	2694	47
met1	15.98	18473	29
li1	-	14891	-
==> cells in the mapped netlist <==
cell,instances,area (µm²)
mux4_2,714,16080
and2_1,1,6.260
nor2_1,131,491.7
nand3_1,5,25.02
clkbuf_1,111,416.7
nand2_1,14,52.55
nand3b_1,6,45.04
nand4_1,1,6.260
or3_1,2,12.51
dfxtp_1,17,340.3
buf_6,3,33.78
nor2b_1,1,6.260
edfxtp_1,2176,65340
inv_1,11,41.29
buf_1,11,41.29
or3b_2,3,26.28
mux2_2,17,191.4
nand2b_1,1,6.260
buf_2,51,255.2
==> worst min path at each step <==
| stage | cells past startpoint | to |
|---|---|---|
| after CTS | 4 | readData[11] |
| after global routing | 4 | readData[11] |
| final | 4 | readData[8] |
==> registers in the layout (all words and copies together) (netlist names) <==
name,flops
RAM0,1088
RAM1,1088
readData,17
==> layout make-up <==
cell class	instances	area [µm²]
Antenna cell	10	25.02
Clock buffer	266	5685
Clock inverter	128	1313
Fill cell	24795	179900
Inverter	11	41.29
Multi-Input combinational cell	896	17250
Sequential cell	2193	65680
Tap cell	3705	4636
Timing Repair Buffer	247	2013
==> cell families (layout without fill, tap and decap cells) <==
| group | Yosys count | count (layout) | share of synthesized area, % |
|---|---|---|---|
| flops | 2193 | 2193 | 78.74 |
| mux | 731 | 731 | 19.51 |
| buf+inv | 187 | 652 | 0.9449 |
| simple gates | 165 | 165 | 0.8129 |
| other cells | 0 | 10 | 0 |
Power and IR drop assume default switching activity.
